<file path="flow/config.mk">
export PLATFORM = sky130hd
export DESIGN_NAME = FIFO
export DESIGN_NICKNAME = FIFO
export VERILOG_FILES = /design/flow/design.v
export SDC_FILE = /design/flow/constraint.sdc
export NUM_CORES = 4
export LEC_CHECK = 1
export CORE_UTILIZATION = 40
</file>
<file path="flow/constraint.sdc">
current_design FIFO

set clk_period 2.8
set clk_io_pct 0.2

create_clock -name clk0 -period $clk_period [get_ports {clk}]

set non_clock_inputs [all_inputs -no_clocks]
set_input_delay [expr $clk_period * $clk_io_pct] -clock clk0 $non_clock_inputs
set_output_delay [expr $clk_period * $clk_io_pct] -clock clk0 [all_outputs]
</file>
<file path="flow/design.v">
`timescale 1ns / 1ps
module FIFO(
input rw,clk,
input [3:0] data_in,
output full,empty,
output reg [3:0] data_out
    );
reg [3:0] stack [0:7];
reg [2:0] counter = 3'd0;
reg fulll=1'b0,emptyy=1'b1;
initial
begin
stack[0]= 4'b0;
stack[1]= 4'b0;
stack[2]= 4'b0;
stack[3]= 4'b0;
stack[4]= 4'b0;
stack[5]= 4'b0;
stack[6]= 4'b0;
stack[7]= 4'b0;
data_out= 4'b0;
end 
always@(posedge clk)
begin
if (counter == 3'd7)
fulll <= 1'b1;
else
fulll <= 1'b0;
if (counter == 3'd0)
emptyy <= 1'b1;
else
emptyy <= 1'b0;
if (rw && (~fulll))
begin
stack [counter]<= data_in;
if (counter < 3'd7)
begin
counter <= counter + 3'd1;
end
end
if (~rw && (~emptyy))
begin
data_out <= stack[7-counter];
if (counter > 3'd0)
begin
counter <= counter - 3'd1;
end
end
end
assign full= fulll;
assign empty= emptyy;
endmodule
</file>
<file path="flow/run.sh">
#!/bin/bash
# OpenROAD 26Q1-2900-gdf79404cd8, Yosys 0.63+post, stock flow scripts
make -C /OpenROAD-flow-scripts/flow DESIGN_CONFIG=/design/flow/config.mk WORK_HOME=/design/flow/orfs finish
</file>
==> impl.org <==
#+TITLE: Flow metrics

** Timing
- Slew at the pin closest to its max-slew limit :: 664 ps
- In the final report, the number of endpoints failing setup comes to 0.
- Setup repair after global routing missed its margin :: no
- Final Hold Violating Endpoints :: 0
- The smallest clock period supported by the final layout is computed as 2150 ps.
- Setup Total Neg Slack :: 0 ps
- Skew final :: 3.82 ps
- Worst max-slew margin expressed relative to the limit :: 55.7%
- The final max-slew violation count recorded for this run is 0.
- The flow reports an fmax of 465 MHz.
- After layout, the worst path uses 76.8% of the clock period.

** Logic synthesis
- Dividing the synthesized area by the synthesized cell count gives 18.4 µm².
- # Cells Yosys :: 90
- Share of Yosys cell area claimed by the top area cell type :: 65.2%
- The synthesis report lists the Yosys warning total as 1.
- Seq share, synth :: 71.2%
- Share of cell area taken by muxes after synthesis :: 16.0%
- The cell-mix breakdown from Yosys lists the compound-gate area share as 1.58%.
- Simple logic cell fraction of the synthesized area :: 6.34%
- The synthesized instance count is 90.
- Yosys stat chip area :: 1660 µm²
- Main combinational cell family by area after synthesis :: multiplexers
- Yosys xor share :: 0.528%
- Cell area leaders :: sky130_fd_sc_hd__edfxtp_1, sky130_fd_sc_hd__mux4_1, sky130_fd_sc_hd__dfxtp_1, sky130_fd_sc_hd__mux2_2, sky130_fd_sc_hd__ha_1
- Synthesized cell area :: 1660 µm²
- Synth Register Bits :: 41
- The number of different library cells used by synthesis comes to 23.
- The biggest area contributor in the post-synthesis netlist is sky130_fd_sc_hd__edfxtp_1.
- The synthesized netlist devotes 2.26% of its cell area to adder and majority cells.

** Critical path
- STA lists the maximum fanout along the critical path as 14.
- Critical path data required time :: 2730 ps
- Critical Path Sink Type :: flip-flop
- Beginning of the critical path :: counter[0]$_DFF_P_
- RR Startpoint :: counter[0]$_DFF_P_
- The report puts the cell count of the worst reg-to-reg path at 3.
- CP arrival :: 2080 ps
- For reference, the most critical setup path is categorized as reg2reg.
- Sort of element at the start of the critical path :: flip-flop

** Floorplan
- Per the OpenROAD floorplan log, the area of the core is 4000 µm².
- The overall die size recorded for this design is 4410 µm².
- Floorplan die height :: 66.4 µm
- Core Util at FP :: 41.4%
- After floorplanning, the core was divided into 23 placement rows.
- 12 I/O pins were placed.
- Chip width :: 66.4 µm

** Finish
- Share of post-route cells with drive strength above 1 :: 13.8%
- The finished cells cover 1940 µm².
- Most frequently placed logic cell in the final layout :: sky130_fd_sc_hd__edfxtp_1
- By instance count after routing, the leading logic cell types are sky130_fd_sc_hd__edfxtp_1, sky130_fd_sc_hd__clkdlybuf4s50_1, sky130_fd_sc_hd__mux4_1.
- Final Core Density :: 48.6%
- The area growth from synthesis to layout is 17.3%.

** Min path
- Count of cells along the worst hold path :: 1
- Worst hold-check path type :: reg2reg
- The launch point of the worst min-delay path is recorded as counter[2]$_DFF_P_.

** Global route
- Global route total overflow :: 0
- Total track usage :: 14.9%
- Antenna violations before repair :: 0
- The via count of the first global-routing pass was 843.
- Largest net degree at the start of global routing :: 15
- The first global-routing pass estimated 4250 µm of wire.

** CTS
- The tree is rooted in a sky130_fd_sc_hd__clkbuf_8.
- After clock tree synthesis, the setup repair step added 0 buffers.
- According to the CTS report, the clock sink count is 41.
- Looking at the clock tree report, the H-tree level count equals 2.
- TritonCTS created 5 clock buffers.
- The number of hold buffers added after CTS was 0.
- Gates resized during post-CTS repair numbered 0.
- Clock Tree Buf Depth :: 2
- TritonCTS clock tree :: built
- Clock latency on the worst-skew pair, taken at its later pin, is 280 ps.
- Looking at the worst setup and hold paths, the clock pins of their registers show a slew of 80 ps.

** Detailed routing
- Starting DRC count in detailed routing :: 87
- The routed layout reports a DRC error count of 0.
- Total number of vias :: 820
- TritonRoute output was used to compute an average wire per cell of 16.2 µm.
- Aggregate routed wire length :: 2570 µm
- Mean number of vias per cell :: 5.16
- Total antenna diodes in the routed design :: 0
- DRT antenna net count :: 0
- Number of detailed-route iterations in the first pass :: 4

** Power and ir drop
- Worst VDD drop :: 430 µV
- Summed over all cells, the static leakage comes to 0.000697 µW.
- Power Total :: 1880 µW
- Per the summary, power density relative to cell area is 965 nW/µm².

** Placement
- Final estimated routing congestion in global placement :: 0.855
- Port bufs :: 11
- Detailed placer's ending HPWL :: 1780 µm
- The placed instances occupy a cell area of 1830 µm².

** Status
- Outcome :: complete, no violations

** Flow run
- OpenROAD warning count :: 27
- Count of maximum capacitance violations :: 0
-- where the power goes --
part           internal [µW]  switching (µW)  leakage, µW
Combinational            298             191     0.000275
Clock                    262             191    0.0000518
Sequential               814             121     0.000371
-- per-stage QoR --
step                      setup slack (ps)  cells  hold WS [ps]
after floorplan                       1190     90           569
after global placement                 577    151           595
after detailed placement               601    151           593
after CTS                              665    159           620
after global routing                   528    159           682
final                                  650    159           614
-- registers in the layout (all words and copies together) (netlist names) --
| register | count |
|---|---|
| emptyy | 1 |
| stack | 32 |
| fulll | 1 |
| data_out | 4 |
| counter | 3 |
-- cell usage after synthesis --
cell type	number
sky130_fd_sc_hd__xnor2_1	1
sky130_fd_sc_hd__edfxtp_1	36
sky130_fd_sc_hd__nor4_1	2
sky130_fd_sc_hd__and3_1	1
sky130_fd_sc_hd__nor2b_1	1
sky130_fd_sc_hd__mux2i_1	1
sky130_fd_sc_hd__a31oi_1	1
sky130_fd_sc_hd__nand2_1	3
sky130_fd_sc_hd__mux4_1	8
sky130_fd_sc_hd__clkbuf_1	2
sky130_fd_sc_hd__nand3_1	2
sky130_fd_sc_hd__ha_1	3
sky130_fd_sc_hd__nand2b_1	2
sky130_fd_sc_hd__a21oi_1	1
sky130_fd_sc_hd__dfxtp_1	5
sky130_fd_sc_hd__nor2_1	7
sky130_fd_sc_hd__or3_2	1
sky130_fd_sc_hd__mux2_2	4
sky130_fd_sc_hd__buf_6	1
sky130_fd_sc_hd__or3_1	2
sky130_fd_sc_hd__a22oi_1	1
sky130_fd_sc_hd__a21o_1	1
sky130_fd_sc_hd__inv_1	4
-- final timing paths --
kind	endpoint	slack (ps)
max reg2reg	stack[5][2]$_DFFE_PP_	650
max	stack[5][2]$_DFFE_PP_	650
min	counter[2]$_DFF_P_	610
min reg2reg	counter[2]$_DFF_P_	610
-- kinds of logic (layout without fill, tap and decap cells) --
family | after synthesis | in the layout
flip-flops | 41 | 41
AND/OR/NAND/NOR | 21 | 21
multiplexers | 13 | 13
buffers and inverters | 7 | 26
AND-OR/OR-AND | 4 | 4
adder cells (fa/ha/maj) | 3 | 3
XOR/XNOR | 1 | 1
-- area by class of cell --
type,instances,area [µm²]
Tap cell,50,62.6
Timing Repair Buffer,14,133
Multi-Input combinational cell,42,443
Fill cell,324,2060
Clock buffer,5,68.8
Sequential cell,41,1180
Inverter,4,15.0
Clock inverter,3,41.3
-- worst max-delay path, stage by stage (launching register included) --
cell                      delay, ps
sky130_fd_sc_hd__dfxtp_1        750
sky130_fd_sc_hd__inv_1          210
sky130_fd_sc_hd__or3_1          400
sky130_fd_sc_hd__nor2_1         430
-- per-layer routing --
metal,vias up,wire length (µm),global-route usage [%]
met5,-,0,0
met4,0,74,3.99
met3,7,192,7.17
met2,25,1230,21.7
met1,395,1070,22.0
li1,393,-,-
Power figures rest on the tool's default switching activity, not on a simulated workload.
