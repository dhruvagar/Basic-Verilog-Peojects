`design/flow/design.v`:
```
`timescale 1ns / 1ps
module multiplier8bit(
    input [7:0] A,
    input [7:0] B,
    output [15:0] M
    );
assign M = A*B; 
endmodule
```
`design/flow/config.mk`:
```
export PLATFORM = sky130hd
export DESIGN_NAME = multiplier8bit
export DESIGN_NICKNAME = multiplier8bit
export VERILOG_FILES = /design/flow/design.v
export SDC_FILE = /design/flow/constraint.sdc
export NUM_CORES = 4
export LEC_CHECK = 1
export CORE_UTILIZATION = 40
```
`design/flow/constraint.sdc`:
```
current_design multiplier8bit

set clk_period 11.3
set clk_io_pct 0.2

create_clock -name clk0 -period $clk_period

set non_clock_inputs [all_inputs -no_clocks]
set_input_delay [expr $clk_period * $clk_io_pct] -clock clk0 $non_clock_inputs
set_output_delay [expr $clk_period * $clk_io_pct] -clock clk0 [all_outputs]
```
`design/flow/run.sh`:
```
#!/bin/bash
# OpenROAD 26Q1-2900-gdf79404cd8, Yosys 0.63+post, stock flow scripts
make -C /OpenROAD-flow-scripts/flow DESIGN_CONFIG=/design/flow/config.mk WORK_HOME=/design/flow/orfs finish
```
==> results.py <==
# Generated from Yosys and OpenROAD reports
metrics = {
    "layout": {
        "filler_cell_count": 535,
        "post_layout_nonfiller_instances": 345,
        "area_delta_synth_final_pct": 19.36,
        "drive_gt1_share_pct": 1.818,
        "flop_area_um2": 0,
        "logic_area_um2": 1923,
        "nClkBuffers": 0,
        "final_sequential_cell_count": 0,
    },
    "drt": {
        "post-route-drc-count": 0,
        "routed_wirelength_um": 3924,
        "antenna_cells_inserted": 0,
        "drt_first_pass_iters": 5,
        "ant_nets": 0,
        "post_drt_via_cell_ratio": 4.855,
        "detailedRoute.firstIterationViolations": 54,
        "drt-wirelength-per-cell_um": 11.37,
        "dr_total_vias": 1675,
    },
    "global_routing": {
        "first_global_vias": 1560,
        "grt_pass1_wl_um": 6858,
        "gr-usage-met1_pct": 24.93,
        "grt_max_degree": 9,
        "gr-usage-all-layers_pct": 16.24,
        "use_met2_pct": 28.63,
        "antenna_violations_before_repair": 0,
        "grt.busiest_layer": "met2",
        "global_route.usage.met3_pct": 0.1374,
        "globalRoute.totalOverflow": 0,
    },
    "floorplanning": {
        "rows": 26,
        "core_region_area_um2": 5075,
        "die.size.y_um": 74.58,
        "fp.dieArea_um2": 5561,
        "fp.dieW_um": 74.58,
        "initial_core_util_pct": 41.52,
        "boundaryPins": 32,
    },
    "yosys": {
        "yosys-top-cells-count": "inv_1, and2_1, fa_1, ha_1, nand2_1",
        "netlist_area_um2": 2107,
        "synth.yosys.chip_area_um2": 2107,
        "syn-instance-count": 243,
        "postSynthAreaPerCell_um2": 8.671,
        "synth_stat.cells": 243,
        "yosysWarningCount": 0,
        "ys_top_cells_by_area": "fa_1, ha_1, and2_1",
        "post_synth_num_cell_types": 28,
        "synth_seq_share_pct": 0,
        "synth.largest_area_cell": "fa_1",
        "synthMostInstantiatedCell": "inv_1",
        "synthDominantCellAreaShare_pct": 34.20,
    },
    "worst_setup_path": {
        "worst_path_max_delay_cell": "clkdlybuf4s50_1",
        "critPathRequiredTime_ns": 9.04,
        "critical_path.startpoint_type": "input port",
        "critPathKind": "in2out",
        "worstPathCellList": "clkdlybuf4s50_1 -> and2_1 -> fa_1 -> inv_1 -> fa_1 -> inv_1 -> fa_1 -> inv_1 -> fa_1 -> inv_1 -> ha_1 -> and2_4 -> a221oi_2 -> nand2_1 -> a31oi_1 -> xnor2_1 -> clkdlybuf4s50_1",
        "timing.critical_path.to_type": "output port",
        "critical_path_fanout_max": 8,
        "arrival_ns": 7.04,
        "critical-path-max-stage-delay_ns": 0.56,
    },
    "power_and_ir_drop": {
        "vdd_drop_max_v": 0.0001153,
        "total_power_uw": 372.4,
        "cellLeakagePower_nw": 1.292,
        "power-per-cell-area_nw_per_um2": 148.1,
    },
    "final_timing": {
        "report.final.hold_viol_count": 0,
        "finalClockPeriodUsage_pct": 82.33,
        "setup_viol": 0,
        "fmaxAchievable_mhz": 107.5,
        "unrepaired_setup_endpoints_after_global_routing": "no",
        "worst_pin_slew_ns": 0.3951,
        "setup_ws_ns": 1.997,
        "setup_tns_ns": 0,
        "report.final.slew_viol_count": 0,
        "relSlewSlack_pct": 73.33,
        "post-route-min-period_ns": 9.303,
    },
    "min_path": {
        "hold_critical_path_depth": 3,
        "hold-path-endpoint": "M[0]",
        "min_path_type": "in2out",
        "holdCritStartpoint": "A[0]",
    },
    "clocking": {
        "cts.repair.resized": 0,
        "cts.hold.buffers_added": 0,
        "post-cts-setup-buffers": 0,
    },
    "placement": {
        "dp_worst_setup_slack_ns": 1.981,
        "dpl.hpwl_um": 3455,
        "final_estimated_routing_congestion_in_global_placement": 0.8383,
        "port-buffer-count": 32,
        "placedCellCount": 345,
    },
    "flow_run": {
        "warning_count": 32,
        "maxCapViolations": 0,
    },
    "outcome": {
        "run_status": "completed",
    },
}
==> critical path: cells and delay by family <==
kind,cells,cell delay (ns)
xor+xnor,1,0.13
buf+inv,6,1.23
compound gates,2,0.47
fa+ha+maj,5,2.41
simple gates,3,0.52
==> power by group <==
part           switching [mW]  total [mW]  internal [mW]
clock network               0           0              0
registers                   0           0              0
logic                   0.155       0.372          0.217
total                   0.155       0.372          0.217
==> cell families (layout without fill, tap and decap cells) <==
group | after synthesis | in the layout | synth area share (%)
AND/OR/NAND/NOR | 88 | 88 | 22.98
adder cells (fa/ha/maj) | 72 | 72 | 55.58
buffers and inverters | 49 | 81 | 8.729
AND-OR/OR-AND | 23 | 23 | 8.135
XOR/XNOR | 11 | 11 | 4.572
==> metal layers <==
metal  share of wire (%)  wire (µm)
met2                  51       1997
met5                   0          0
met1                  46       1823
met4                   0          0
met3                 2.6        103
==> placed cells by master (no fill, tap or decap), types with 2 or more instances in the layout <==
cell type | netlist | routed
inv_1 | 49 | 49
and2_1 | 47 | 47
fa_1 | 36 | 36
ha_1 | 36 | 36
clkdlybuf4s50_1 | 0 | 32
nand2_1 | 23 | 23
xnor2_1 | 7 | 7
nor2_1 | 6 | 6
a21oi_1 | 5 | 5
o21a_1 | 4 | 4
xor2_1 | 4 | 4
a211o_1 | 3 | 3
and3_1 | 3 | 3
nor3_1 | 2 | 2
nor2b_1 | 2 | 2
o211ai_1 | 2 | 2
o21ai_1 | 2 | 2
==> worst max-delay path by stage <==
stage | start | end | slack [ns] | cells after the start
CTS | B[4] | M[11] | 1.98 | 17
global route | A[3] | M[11] | 1.78 | 17
finish | B[4] | M[11] | 2.00 | 17
==> area by class of cell <==
cell class         instances  share of cell area [%]
multi-input cells        194                   76.47
repair buffers            32                   12.74
well taps                 70                   3.483
inverters                 49                   7.313
==> stage by stage <==
stage               hold WS (ns)  area, µm²  utilization [%]
finish                     5.608       2515            49.56
global route               5.674       2515            49.56
CTS                        5.627       2515            49.56
detailed placement         5.630       2515            49.56
global placement           5.613       2515            49.56
floorplan                  4.592       2107                -
Power and IR drop assume default switching activity.
