$ cat ./config.mk
export PLATFORM = sky130hd
export DESIGN_NAME = LIFO
export DESIGN_NICKNAME = LIFO
export VERILOG_FILES = /design/flow/design.v
export SDC_FILE = /design/flow/constraint.sdc
export NUM_CORES = 4
export LEC_CHECK = 1
export CORE_UTILIZATION = 30
$ cat ./constraint.sdc
current_design LIFO

set clk_period 3.0
set clk_io_pct 0.2

create_clock -name clk0 -period $clk_period [get_ports {clk}]

set non_clock_inputs [all_inputs -no_clocks]
set_input_delay [expr $clk_period * $clk_io_pct] -clock clk0 $non_clock_inputs
set_output_delay [expr $clk_period * $clk_io_pct] -clock clk0 [all_outputs]
$ cat ./design.v
`timescale 1ns / 1ps
module LIFO(
input rw,clk,
input [3:0] data_in,
output full,empty,
output reg [3:0] data_out
    );
reg [3:0] stack [0:7];
reg [2:0] counter = 3'd0;
reg fulll=1'b0,emptyy=1'b1;
initial
begin
stack[0]= 4'b0;
stack[1]= 4'b0;
stack[2]= 4'b0;
stack[3]= 4'b0;
stack[4]= 4'b0;
stack[5]= 4'b0;
stack[6]= 4'b0;
stack[7]= 4'b0;
data_out= 4'b0;
end 
always@(posedge clk)
begin
if (counter == 3'd7)
fulll <= 1'b1;
else
fulll <= 1'b0;
if (counter == 3'd0)
emptyy <= 1'b1;
else
emptyy <= 1'b0;
if (rw && (~fulll))
begin
stack [counter]<= data_in;
if (counter < 3'd7)
begin
counter <= counter + 3'd1;
end
end
if (~rw && (~emptyy))
begin
data_out <= stack[counter];
if (counter > 3'd0)
begin
counter <= counter - 3'd1;
end
end
end
assign full= fulll;
assign empty= emptyy;
endmodule
$ cat ./run.sh
#!/bin/bash
# OpenROAD 26Q1-2900-gdf79404cd8, Yosys 0.63+post, stock flow scripts
make -C /OpenROAD-flow-scripts/flow DESIGN_CONFIG=/design/flow/config.mk WORK_HOME=/design/flow/orfs finish
==> metrics.yaml <==
status:
  status: "complete, no violations"
yosys:
  yosysTopAreaCellShare_pct: 63.39
  yosysTopAreaCell: "edfxtp_1"
  synth_seq_share_pct: 69.26
  common_cells: "36 x edfxtp_1, 5 x dfxtp_1, 5 x nand2_1, 5 x nor2_1, 5 x nor3_1"
  syn_inst: 94
  ys_ff: 41
  edf_count: 36
  ys_warn_count: 1
  top_cells_by_area: "edfxtp_1 63%, mux4_1 6.2%, dfxtp_1 5.9%, mux4_2 5.3%, mux2_4 3.5%"
  synth-main-ff-cell: "edfxtp_1"
  ys_cells: 94
  async_reset_ff_share_pct: 0
  ys_types: 27
  syn_area_um2: 1705
  top_cell: "edfxtp_1"
  ys_chip_area_um2: 1705
  avgSynthCellArea_um2: 18.14
min_path:
  hp-class: "flip-flop to flip-flop"
  hp-start: "emptyy"
  min_to: "counter[0]"
  hold_path_depth: 2
die:
  rows: 27
  die_width_um: 77.40
  dieArea_um2: 5990
  num_io_pins: 12
  die_height_um: 77.40
  core_um2: 5507
  initCoreUtil_pct: 30.97
clocking:
  cts_sinks: 41
  cts_max_level: 2
  insertion_delay_ps: 290
  ctsHoldBuffers: 0
  cts_buffers: 5
  cts_buffer_depth: 2
  postCtsResizedCells: 0
  postCtsSetupBuffers: 0
  cts_root_buffer: "clkbuf_8"
  cts_tree: "done"
  path_clk_slew_ps: 70
final_timing:
  timing.fmax_ghz: 0.4702
  fin_worst_skew_ps: 6.425
  finalClockPeriodUsage_pct: 70.89
  hold_viol_final: 0
  finalSetupViolCount: 0
  worst_pin_slew_ps: 708.3
  period_needed_ps: 2127
  max_slew_margin_pct: 52.72
  tns_ps: 0
  grt_setup_unrepaired: "false"
  final_max_slew_viol_count: 0
worst_setup_path:
  worstPathCellList: "clkdlybuf4s50_1 -> nor2b_1 -> nand2_1 -> nor3_1"
  critical_path.top_delay_family: "simple AND/OR/NAND/NOR gates"
  critPathLaunchType: "primary input"
  rrSetupSlack_ps: 990
  worstSetupEndpointType: "flip-flop"
  r2r-start: "counter[0]"
  r2r-end: "data_out[0]"
  rr_worst_depth: 2
  slowest_delay_ps: 510
  arrival_ps: 2060
  slowest_stage: "clkdlybuf4s50_1"
  critPathBufInv: 1
  cp_max_fo: 4
  crit_type: "primary input to flip-flop"
  worstPathRequired_ps: 2930
grt:
  grt_pass1_wl_um: 4429
  antenna_found_initial: 0
  grt_start_max_net_pins: 19
  grt_usage_pct: 10.03
  globalRoute.totalOverflow: 0
  grt_pass1_vias: 854
pwr:
  p_leak_nw: 0.6769
  vdd_ir_drop_max_mv: 0.3370
  total_power_w: 0.001754
  power.density_nw_per_um2: 886.5
placed_design:
  io_buffers: 11
  hpwlAfterDp_um: 1801
  place_congestion: 0.8105
final_layout:
  syn2layout_area_growth_pct: 15.99
  drive_above_1_share_pct: 16.96
routing:
  routed_wl_um: 2570
  first_pass_iters: 4
  wl_per_cell_um: 13.97
  num_vias: 866
  antenna_cells: 0
  vias_per_cell: 4.707
  ant_nets: 0
  drt-initial-drc-count: 51
  drcViolationCount: 0
flow_run:
  warning_count: 27
  max_cap_violations: 0
[worst min-delay path: cells and delay by family, from the launching register on]
family	cells	cell delay, ps
AND-OR/OR-AND	1	150
flip-flops	1	340
AND/OR/NAND/NOR	1	80
[cells by family (layout without fill, tap and decap cells)]
family / count (synthesis) / in the layout / synth area share (%)
flops: 41 / 41 / 69.26
simple gates: 22 / 22 / 6.310
mux: 12 / 12 / 14.97
buf+inv: 8 / 26 / 3.301
compound gates: 7 / 7 / 3.229
fa+ha+maj: 4 / 4 / 2.935
[stage by stage]
| step | instances | instance area [µm²] | hold WS [ps] | setup slack [ps] | util, % |
|---|---|---|---|---|---|
| floorplan | 94 | 1705 | 538.0 | 1364 | - |
| global placement | 176 | 1891 | 612.8 | 612.2 | 34.33 |
| detailed placement | 176 | 1891 | 606.6 | 580.1 | 34.33 |
| CTS | 184 | 1978 | 619.3 | 886.2 | 35.92 |
| global route | 184 | 1978 | 674.2 | 798.9 | 35.92 |
| finish | 184 | 1978 | 617.2 | 873.3 | 35.92 |
[worst max path at each step]
stage               from          end  slack, ps  cells after the start
finish                rw  stack[2][3]        870                      4
global route  counter[0]   counter[1]        800                      6
CTS                   rw  stack[2][0]        890                      4
[layout make-up]
type                            count  area [µm²]
Fill cell                         491        3528
Inverter                            3       11.26
Clock inverter                      2       15.01
Multi-Input combinational cell     45       467.9
Sequential cell                    41        1181
Tap cell                           72       90.09
Timing Repair Buffer               15       140.1
Clock buffer                        6       72.57
[cell usage in the layout, fill, tap and decap left out]
cell and count:
a211oi_1 1, a21oi_1 1, a221oi_1 1, a22oi_1 1, a311oi_1 1, buf_4 4, clkbuf_1 1, clkbuf_8 5
clkdlybuf4s50_1 11, clkinvlp_4 2, dfxtp_1 5, edfxtp_1 36, ha_1 4, inv_1 3, mux2_4 4, mux4_1 4
mux4_2 4, nand2_1 5, nand2b_1 2, nand3_1 1, nor2_1 5, nor2b_1 1, nor3_1 5, nor3b_1 1
nor4_1 1, o22a_1 1, o2bb2ai_1 1, or2b_1 1
[where the power goes]
part | total, W | switching [W] | internal (W) | leakage (nW)
combinational | 0.000513 | 0.000190 | 0.000324 | 0.269
sequential | 0.000898 | 0.000137 | 0.000761 | 0.371
clock | 0.000343 | 0.000179 | 0.000164 | 0.0374
[sequential cells by signal, indices dropped and copies added (netlist names)]
| signal | count |
|---|---|
| counter | 3 |
| data_out | 4 |
| emptyy | 1 |
| fulll | 1 |
| stack | 32 |
[routing by layer]
metal  up-vias  routed length [µm]  GRT usage (%)
met5         -                   0              0
met1       415                1133          14.66
met2        40                1147          14.34
li1        404                   -              -
met3         7                 234          5.137
met4         0                  53          1.698
Power is estimated from default activity; no workload was simulated.
